[config.mk]
export PLATFORM = sky130hd
export DESIGN_NAME = pc_update
export DESIGN_NICKNAME = pc_update
export VERILOG_FILES = /design/flow/design.v
export SDC_FILE = /design/flow/constraint.sdc
export NUM_CORES = 4
export LEC_CHECK = 1
export CORE_AREA = 10 10 161 161
export DIE_AREA = 0 0 171 171
[constraint.sdc]
current_design pc_update

set clk_period 8.0
set clk_io_pct 0.2

create_clock -name clk0 -period $clk_period [get_ports {clk}]

set non_clock_inputs [all_inputs -no_clocks]
set_input_delay [expr $clk_period * $clk_io_pct] -clock clk0 $non_clock_inputs
set_output_delay [expr $clk_period * $clk_io_pct] -clock clk0 [all_outputs]
[design.v]
module pc_update(PC, clk, icode, cnd, valC, valM, valP);
    input [3:0] icode;
    input cnd, clk;
    input signed [63:0] valC, valM;
    input [63:0] valP;
    output reg [63:0] PC;
    always@(posedge clk)begin
        case(icode)
            4'h0: PC <= 0;
            4'h1: PC <= valP;
            4'h2: PC <= valP;
            4'h3: PC <= valP;
            4'h4: PC <= valP;
            4'h5: PC <= valP;
            4'h6: PC <= valP;
            4'h7: PC <= cnd ? valC:valP;
            4'h8: PC <= valC;
            4'h9: PC <= valM;
            4'hA: PC <= valP;
            4'hB: PC <= valP;
        endcase
    end
endmodule
[run.sh]
#!/bin/bash
# OpenROAD 26Q1-2900-gdf79404cd8, Yosys 0.63+post, stock flow scripts
make -C /OpenROAD-flow-scripts/flow DESIGN_CONFIG=/design/flow/config.mk WORK_HOME=/design/flow/orfs finish
==> impl_metrics.tcl <==
# place-and-route summary
set metrics [dict create \
    cts_root_buffer "clkbuf_16" \
    pin_count 262 \
    wl_per_cell_um 19.89 \
    ys_types 17 \
    yosysCellCount 439 \
    largest_reg_flops 64 \
    ctsHoldBuffers 0 \
    ir_drop_uv 56.81 \
    h-tree-depth 3 \
    p_per_area_mw_per_mm2 142.6 \
    cp_max_fo 64 \
    hp-start "valP[41]" \
    grt_pass1_wl_mm 28.17 \
    critPathLaunchType "input pin" \
    rows 55 \
    syn-instance-count 439 \
    dr_wl_met2_mm 8.740 \
    via_per_inst 4.758 \
    met1Wirelength_mm 8.135 \
    period_used_share 0.4907 \
    routabilityCongestion 0.8146 \
    dr_total_vias 4572 \
    fmax_mhz 254.7 \
    clkTransAtPathRegs_ps 60 \
    yosys_warnings 1 \
    critical_path_class "in -> reg" \
    highest_layer "met4" \
    required_ps 8160 \
    core_mm2 0.02257 \
    chip_area_mm2 0.02924 \
    grt_overflow 0 \
    dieWidth_um 171 \
    met3WireLength_mm 1.982 \
    tns_ps 0 \
    die_y_um 171 \
    ant_nets 0 \
    clock_sinks 64 \
    final_core_util 0.3460 \
    rsz0062_at_grt "no" \
    cap_violations 0 \
    hold_path.class "in -> reg" \
    hold_violations 0 \
    tool_warnings 25 \
    p_leak_nw 2.879 \
    initial_utilization 0.2109 \
    dp_hpwl_mm 13.16 \
    top_register "PC" \
    drtPass1Iterations 4 \
    yosys_area_mm2 0.004760 \
    end_kind "flop" \
    reg.largest.list "PC x64" \
    cts_tree "done" \
    cts_inserted_buffers 9 \
    final_area_mm2 0.007809 \
    status "finished clean" \
    syn_avg_cell_area_um2 10.84 \
    antenna_found_initial 0 \
    yosysSeqAreaShare 0.4038 \
    relSlewSlack 0.4351 \
    grt_usage 0.1251 \
    post-place-ws_ps 3720 \
    place_area_mm2 0.007553 \
    cts_setup_buffers 0 \
    cts_resized 0 \
    grt_start_max_net_pins 69 \
    drc 0 \
    port_buffers 261 \
    max_slew.worst_pin.slew_ps 847.3 \
    setup_ws_ps 4074 \
    setup_viol 0 \
    antennaDiodeCount 0 \
    route.final.wire_length_mm 19.11 \
    period_needed_ps 3926 \
    crit_path_start "icode[0]" \
    first_global_vias 4576 \
    critical_path_arrival_ps 4080 \
    finalMaxSlewViolations 0 \
    area_delta_synth_final_pct 64.06 \
    drtIter0Drc 335 \
    syn_area_mm2 0.004760 \
    cts_buffer_depth 2 \
    final_layout_size_suffix_gt1_frac 0.1169 \
    synth_flops 64 \
]
==> stage by stage <==
step,power [mW],cells,hold slack [ps]
finish,1.113,961,1996
CTS,1.135,961,1972
global route,1.174,961,1990
floorplan,0.5434,439,1839
global placement,0.7659,946,2337
detailed placement,0.7666,946,2340
==> cell families (layout without fill, tap and decap cells) <==
group,count (synthesis),in the layout,share of synthesized area
AOI/OAI and AO/OA,129,129,0.2203
muxes,64,64,0.1909
DFF,64,64,0.4038
and+or+nand+nor,70,70,0.07729
buffers and inverters,112,349,0.1078
==> cells in the mapped netlist <==
cell | instances | area share
edfxtp_1 | 64 | 0.40
nand3_1 | 64 | 0.067
buf_4 | 1 | 0.0016
o211ai_1 | 64 | 0.10
clkbuf_1 | 6 | 0.0047
buf_6 | 6 | 0.014
nand2_1 | 1 | 0.00079
mux2_4 | 50 | 0.16
and3_1 | 1 | 0.0013
o21bai_1 | 1 | 0.0016
buf_2 | 35 | 0.037
inv_1 | 64 | 0.050
nand3_4 | 1 | 0.0037
mux2_1 | 14 | 0.033
nor3b_1 | 1 | 0.0016
nor2b_1 | 2 | 0.0026
a32oi_1 | 64 | 0.12
==> power by group <==
part	internal, mW	switching, mW	total (mW)
Combinational	0.211	0.110	0.321
Clock	0.207	0.152	0.359
Sequential	0.420	0.0131	0.433
Total	0.838	0.275	1.11
==> cells in the final DEF, fill, tap and decap left out, types with 2 or more instances in the layout <==
master | netlist | layout
mux2_1 | 14 | 14
clkbuf_1 | 6 | 2
mux2_4 | 50 | 50
clkdlybuf4s50_1 | 0 | 260
buf_4 | 1 | 10
clkbuf_16 | 0 | 9
edfxtp_1 | 64 | 64
o211ai_1 | 64 | 64
nand3_1 | 64 | 64
inv_1 | 64 | 64
a32oi_1 | 64 | 64
clkinv_2 | 0 | 3
==> worst max-delay path, cell delays in order <==
cell	delay [ps]
buf_4	450
buf_4	700
and3_2	300
buf_4	640
nand3_1	160
o211ai_1	150
==> final cells by class <==
cell class                      count  area [um^2]
Clock inverter                      4        22.52
Clock buffer                       11        232.7
Fill cell                        2237        14760
Multi-Input combinational cell    263         2357
Sequential cell                    64         1922
Inverter                           64        240.2
Timing Repair Buffer              270         2678
Tap cell                          285        356.6
==> routing by layer <==
| layer | up-vias | track usage |
|---|---|---|
| li1 | 2209 | - |
| met1 | 2129 | 0.1740 |
| met2 | 220 | 0.1902 |
| met3 | 14 | 0.04428 |
| met4 | 0 | 0.01626 |
| met5 | - | 0 |
==> worst paths after layout <==
check                              end  slack, ps  cells after the start
worst max-delay path   PC[6]$_DFFE_PP_       4070                      6
worst min-delay path  PC[41]$_DFFE_PP_       2000                      3
Power figures rest on the tool's default switching activity, not on a simulated workload.
